===== run.sh =====
#!/bin/bash
# OpenROAD 26Q1-2900-gdf79404cd8, Yosys 0.63+post, stock flow scripts
make -C /OpenROAD-flow-scripts/flow DESIGN_CONFIG=/design/flow/config.mk WORK_HOME=/design/flow/orfs finish

===== config.mk =====
export PLATFORM = sky130hd
export DESIGN_NAME = array_multiplier
export DESIGN_NICKNAME = array_multiplier
export VERILOG_FILES = /design/flow/design.v
export SDC_FILE = /design/flow/constraint.sdc
export NUM_CORES = 4
export LEC_CHECK = 1
export CORE_UTILIZATION = 50

===== constraint.sdc =====
current_design array_multiplier

set clk_period 14.3
set clk_io_pct 0.2

create_clock -name clk0 -period $clk_period

set non_clock_inputs [all_inputs -no_clocks]
set_input_delay [expr $clk_period * $clk_io_pct] -clock clk0 $non_clock_inputs
set_output_delay [expr $clk_period * $clk_io_pct] -clock clk0 [all_outputs]

===== design.v =====
module array_multiplier(
	input [7:0] i_m,
	input [7:0] i_q,
	output [15:0] o_p
);
logic [7:0] [15:0] fa_out;
logic [7:0] [15:0] fa_cout;
genvar row;
genvar col;
generate
	for (row = 0; row < 8; row++) begin : mult_row
		assign o_p[row] = fa_out[row][row];
		logic [1:0] be_q;
		logic be_p;
		logic be_m;
		if (row == 0) begin
			assign be_q[0] = 1'b0;	 
		end else begin
			assign be_q[0] = i_q[row-1];
		end
		assign be_q[1] = i_q[row];
		booth_encoder be (
			.i_q(be_q),
			.o_plus(be_p),
			.o_minus(be_m)
		);
		for (col = row; col < 16; col++) begin : mult_col
			if (row == 7 && col > row) begin
				assign o_p[col] = fa_out[row][col];
			end
			logic fa_a;
			logic fa_b;
			logic fa_cin;
			if (row == 0) begin
				assign fa_b = 0;
			end else begin
				assign fa_b = fa_out[row-1][col];
			end
			if (col == row) begin
				assign fa_cin = be_m;
			end else begin
				assign fa_cin = fa_cout[row][col-1];
			end
			if (col < row + 8) begin
				assign fa_a = (i_m[col-row] & be_p) | (~i_m[col-row] & be_m);
			end else begin
				assign fa_a = (i_m[7] & be_p) | (~i_m[7] & be_m);
			end
			full_adder fa(
				  .i_a(fa_a),
				  .i_b(fa_b),
				  .i_cin(fa_cin),
				  .o_sum(fa_out[row][col]),
				  .o_cout(fa_cout[row][col])
			);
		end	 
	end	 
endgenerate
endmodule
module booth_encoder (
	input [1:0] i_q,
	output o_plus,
	output o_minus
);
	assign o_plus = i_q[0] & ~i_q[1];
	assign o_minus = ~i_q[0] & i_q[1];
endmodule
module full_adder
(
  input i_a,
  input i_b,
  input i_cin,
  output o_sum,
  output o_cout
);
  assign o_sum = i_a ^ i_b ^ i_cin;
  assign o_cout = (i_a & i_b) | ((i_a | i_b) & i_cin);
endmodule

==> impl_metrics.sql <==
-- generated from flow reports
INSERT INTO impl_metrics (metric_group, metric, value, unit) VALUES
('run_status', 'status', 'finished with violations', ''),
('run_status', 'violations', 'negative setup slack', ''),
('cells_and_area', 'layout-area-overhead-vs-synth', '20.4', '%'),
('placed_design', 'place_worst_setup_slack', '-1830', 'ps'),
('detailed_routing', 'detail_route.iter0.violations', '45', ''),
('cells_and_area', 'mostFrequentLayoutCell', 'fa_2', ''),
('worst_setup_path', 'critPathCaptureType', 'output port', ''),
('timing', 'tightest_slew', '819', 'ps'),
('floorplan', 'num_rows', '27', ''),
('worst_setup_path', 'cp_slowest_stage_delay', '550', 'ps'),
('global_route', 'track_usage', '20.1', '%'),
('detailed_routing', 'vias', '2038', ''),
('timing', 'slew_headroom', '45.4', '%'),
('timing', 'finalSetupViolations', '2', ''),
('detailed_routing', 'antenna-diode-count', '0', ''),
('detailed_routing', 'routed_wl', '4.80', 'mm'),
('global_route', 'antenna_found_initial', '0', ''),
('cells_and_area', 'most-common-layout-cells', 'fa_2, nor2_1, a21oi_1', ''),
('synthesis', 'synth_cell_types', '27', ''),
('floorplan', 'horizontal_die_dimension', '77.9', 'um'),
('floorplan', 'fp.dieH', '77.9', 'um'),
('placed_design', 'place_congestion', '0.783', ''),
('placed_design', 'io_buffer_count', '32', ''),
('cells_and_area', 'numSequentialCells', '0', ''),
('worst_setup_path', 'crit_type', 'in -> out', ''),
('power_and_ir_drop', 'p_per_area', '287', 'mW/mm2'),
('placed_design', 'post_dp_cell_area', '0.00336', 'mm2'),
('worst_setup_path', 'critPathArrivalTime', '12250', 'ps'),
('cells_and_area', 'fillCellCount', '481', ''),
('power_and_ir_drop', 'power.leakage', '1.39', 'nW'),
('detailed_routing', 'drc', '0', ''),
('worst_setup_path', 'critical_path_required', '11440', 'ps'),
('flow_run', 'drv.max_cap_violation_count', '0', ''),
('hold_path', 'hold_path.class', 'in -> out', ''),
('floorplan', 'chipArea', '0.00607', 'mm2'),
('floorplan', 'io-pin-count', '32', ''),
('timing', 'timing_hold_violations_final', '0', ''),
('synthesis', 'avgSynthCellArea', '8.48', 'um2'),
('timing', 'finalMaxSlewViolations', '0', ''),
('cells_and_area', 'ratio_of_cells_with_drive_above_1_in_the_final_layout', '35.0', '%'),
('cells_and_area', 'finish.instance_area', '0.00347', 'mm2'),
('detailed_routing', 'vias_per_instance', '4.69', ''),
('worst_setup_path', 'worst-path-max-fanout', '5', ''),
('worst_setup_path', 'setup.worst_path.start_class', 'input port', ''),
('flow_run', 'stage_log_warnings', '37', ''),
('timing', 'post-route-min-period', '15110', 'ps'),
('power_and_ir_drop', 'worst_ir_drop_vdd', '0.362', 'mV'),
('timing', 'whs', '6520', 'ps'),
('clock_tree', 'cts-hold-fix-buffers', '0', ''),
('floorplan', 'core_region_area', '0.00554', 'mm2'),
('global_route', 'globalRoute.totalOverflow', '0', ''),
('detailed_routing', 'wl_per_cell', '11.0', 'um'),
('synthesis', 'synthCells', '340', ''),
('placed_design', 'dpl.hpwl', '4.35', 'mm'),
('global_route', 'grt_pass1_vias', '2038', ''),
('detailed_routing', 'drt_pass1_iterations', '4', ''),
('cells_and_area', 'sequential_cell_area', '0', 'um2'),
('global_route', 'grt_max_degree', '17', ''),
('cells_and_area', 'num-clock-buffers', '0', ''),
('worst_setup_path', 'critical_path.slowest_cell', 'fa_2', ''),
('worst_setup_path', 'critical-path-top-cell-by-count', 'fa_2', ''),
('timing', 'finalCritPeriodShare', '106', '%'),
('synthesis', 'yosysWarnings', '0', ''),
('timing', 'finalWorstSetupSlack', '-808', 'ps'),
('synthesis', 'synth_seq_share', '0', '%'),
('synthesis', 'synth_area', '0.00288', 'mm2'),
('floorplan', 'floorplan.core_util', '52.0', '%'),
('timing', 'max_freq', '66.2', 'MHz'),
('synthesis', 'synth_stat.cells', '340', ''),
('cells_and_area', 'combGateArea', '0.00263', 'mm2'),
('detailed_routing', 'antenna_left', '0', ''),
('global_route', 'grt_first_pass_wirelength', '9.27', 'mm'),
('synthesis', 'yosysChipArea', '0.00288', 'mm2'),
('timing', 'grt_setup_unrepaired', 'true', '');
-- critical path, delay by kind of cell --
kind / cells / cell delay (ps)
xor gates and xnor gates: 5 / 780
adders and majority gates: 21 / 7960
buffers and inverters: 9 / 520
and+or+nand+nor: 1 / 120
-- cell families after synthesis --
| logic type | after synthesis | share of synthesized area, % |
|---|---|---|
| and+or+nand+nor | 97 | 15.7 |
| buffers and inverters | 91 | 15.0 |
| adders and majority gates | 81 | 54.5 |
| AOI/OAI and AO/OA | 57 | 10.0 |
| xor gates and xnor gates | 12 | 3.65 |
| muxes | 2 | 1.13 |
-- Yosys cell counts (2+ instances only) --
| cell | n | area [um2] |
|---|---|---|
| a21oi_1 | 38 | 190 |
| buf_2 | 7 | 35.0 |
| buf_4 | 18 | 135 |
| buf_6 | 2 | 22.5 |
| clkbuf_1 | 10 | 37.5 |
| fa_1 | 74 | 1480 |
| ha_1 | 7 | 87.6 |
| inv_1 | 50 | 188 |
| inv_2 | 3 | 11.3 |
| nand2_1 | 25 | 93.8 |
| nand2b_1 | 4 | 25.0 |
| nand2b_2 | 2 | 17.5 |
| nor2_1 | 48 | 180 |
| nor2b_1 | 12 | 75.1 |
| nor2b_4 | 2 | 27.5 |
| o21ai_0 | 16 | 80.1 |
| o21ai_1 | 2 | 10.0 |
| xnor2_1 | 9 | 78.8 |
| xor2_1 | 3 | 26.3 |
-- final timing paths --
path	startpoint	to	slack, ps	depth (start not counted)
min	i_m[0]	o_p[0]	6520	4
max	i_q[0]	o_p[15]	-810	36
-- repair_timing --
action / CTS / global route
gates cloned: 1 / 0
gates resized: 52 / 13
setup buffers: 2 / 0
pin swaps: 52 / 44
endpoints found under the setup margin: 5 / 4
-- routing by layer --
layer | track usage [%] | up-vias | wire length (um)
li1 | - | 1054 | -
met1 | 35.7 | 968 | 2390
met2 | 31.8 | 16 | 2320
met3 | 1.19 | 0 | 97
met4 | 0 | 0 | 0
met5 | 0 | - | 0
-- metrics by stage --
step / setup TNS, ps / power, mW / util, % / instances
global route: -1790 / 1.20 / 62.6 / 435
finish: -1060 / 0.996 / 62.6 / 435
detailed placement: -4600 / 1.04 / 60.7 / 432
CTS: -2020 / 1.04 / 62.4 / 435
floorplan: -1130 / 0.825 / - / 340
global placement: -4380 / 1.02 / 60.7 / 432
-- area by class of cell --
type                       count  share of cell area (%)
tap                           72                    2.60
multi-input combinational    249                    75.7
timing repair buffer          61                    15.9
inverter                      53                    5.73
-- power breakdown --
group / switching, mW / internal [mW] / leakage (nW) / total [mW]
clock network: 0 / 0 / 0 / 0
registers: 0 / 0 / 0 / 0
logic: 0.398 / 0.598 / 1.39 / 0.996
total: 0.398 / 0.598 / 1.39 / 0.996
Power figures rest on the tool's default switching activity, not on a simulated workload.
