### flow/run.sh
#!/bin/bash
# OpenROAD 26Q1-2900-gdf79404cd8, Yosys 0.63+post, stock flow scripts
make -C /OpenROAD-flow-scripts/flow DESIGN_CONFIG=/design/flow/config.mk WORK_HOME=/design/flow/orfs finish
### flow/constraint.sdc
current_design carry_save_multiplier

set clk_period 8.8
set clk_io_pct 0.2

create_clock -name clk0 -period $clk_period

set non_clock_inputs [all_inputs -no_clocks]
set_input_delay [expr $clk_period * $clk_io_pct] -clock clk0 $non_clock_inputs
set_output_delay [expr $clk_period * $clk_io_pct] -clock clk0 [all_outputs]
### flow/config.mk
export PLATFORM = sky130hd
export DESIGN_NAME = carry_save_multiplier
export DESIGN_NICKNAME = carry_save_multiplier
export VERILOG_FILES = /design/flow/design.v
export SDC_FILE = /design/flow/constraint.sdc
export NUM_CORES = 4
export LEC_CHECK = 1
export CORE_UTILIZATION = 30
### flow/design.v
module carry_lookahead_adder(
  input [7:0] i_a,
  input [7:0] i_b,
  input i_cin,
  output [7:0] o_sum,
  output o_cout
);
	logic [8:0] cin;
	assign cin[0] = i_cin;
	assign o_cout = cin[8];
	genvar i;
	generate
		for (i = 0; i < 8; i++) begin : gp_loop
			logic g;
			logic p;
			assign g = i_a[i] & i_b[i];
			assign p = i_a[i] | i_b[i];
			assign cin[i+1] = g | (p & cin[i]);
			assign o_sum[i] = i_a[i] ^ i_b[i] ^ cin[i];
		end
	endgenerate
endmodule
module carry_save_multiplier (
	input [7:0] i_m,
	input [7:0] i_q,
	output [15:0] o_p
);
logic [7:0] [7:0] fa_out;
logic [7:0] [7:0] fa_cout;
genvar row;
genvar col;
generate
	for (row = 0; row < 8; row++) begin : mult_row
		assign o_p[row] = fa_out[row][0];
		for (col = 0; col < 8; col++) begin : mult_col
			logic fa_a;
			logic fa_b;
			logic fa_cin;
			assign fa_a = i_m[col] & i_q[row];
			if (row == 0) begin
				assign fa_b = 0;
				assign fa_cin = 0;
			end else begin
				if (col == 7) begin
					assign fa_b = 0;
				end else begin
					assign fa_b = fa_out[row-1][col+1];
				end
				assign fa_cin = fa_cout[row-1][col];
			end
			full_adder fa(
				  .i_a(fa_a),
				  .i_b(fa_b),
				  .i_cin(fa_cin),
				  .o_sum(fa_out[row][col]),
				  .o_cout(fa_cout[row][col])
			);
		end	 
	end	 
	logic cla_cout;
	carry_lookahead_adder cla (
		.i_a({1'b0, fa_out[7][7:1]}),
		.i_b(fa_cout[7]),
		.i_cin(1'b0),
		.o_sum(o_p[15:8]),
		.o_cout(cla_cout)
	);
endgenerate
endmodule
module full_adder
(
  input i_a,
  input i_b,
  input i_cin,
  output o_sum,
  output o_cout
);
  assign o_sum = i_a ^ i_b ^ i_cin;
  assign o_cout = (i_a & i_b) | ((i_a | i_b) & i_cin);
endmodule
==> results.toml <==
# synthesis and place-and-route metrics
[outcome]
status = "finished, violations left"
violations = "setup timing"

[sta]
post-route-period-util = 1.06
slew_viol_final = 0
fin_ws_ns = -0.552
tightestPinTransition_ns = 0.264
finalSetupViolations = 3
period_needed_ns = 9.35
hold_viol = 0
rsz0062_at_grt = "true"
slew_headroom = 0.824
fmax_ghz = 0.107

[yosys]
synth_top_cell_by_count = "and2_1"
ys_cells = 150
common_cells = "and2_1, fa_1, inv_1, nand2_1"
synth_cells = 150
ys_seq_share = 0
ys_top_cells_by_area = "fa_1, and2_1, ha_1"
yosys.area.top_type = "fa_1"
yosysChipArea_um2 = 1570
yosys_warnings = 0
netlist.area_leader.share = 0.611
synth_cell_types = 6
synthesis.area_um2 = 1570
syn_avg_cell_area_um2 = 10.5

[drt]
firstDrtPassIters = 2
final_antenna_net_count = 0
vias = 1081
antenna_cells = 0
totalWireLength_mm = 2.51
drt-wirelength-per-cell_um = 9.89
dr.first_iter.drc_count = 12
vias_per_cell = 4.26
drc = 0

[global_routing]
use_met3 = 0.00137
met2_usage = 0.174
grtUsageMet1 = 0.163
grt_pass1_wl_mm = 4.30
grt_busiest_layer = "met2"
grt_start_max_net_pins = 9
grt_overflow = 0
grt_pass1_vias = 1013
track_usage = 0.101
antenna_found_initial = 0

[setup_path]
cp_max_fo = 7
cpPeakStageDelay_ns = 0.54
arrival_ns = 7.59
crit_type = "in2out"
cp_top_family = "adder cells"
path_cells = "buf_8 -> and2_4 -> ha_4 -> fa_1 -> fa_1 -> fa_1 -> fa_1 -> inv_2 -> fa_1 -> inv_1 -> fa_1 -> ha_4 -> fa_2 -> fa_2 -> inv_2 -> fa_2 -> inv_2 -> fa_2 -> fa_2 -> fa_2 -> buf_2"
end_kind = "primary output"
critical_path_required_ns = 7.04
crit_path_top_delay_cell = "fa_2"
critPathLaunchType = "input pin"
critPathBufInv = 6

[flow_run]
maxCapViolCount = 0
tool_warnings = 35

[cells_and_area]
clkbuf_count = 0
drive_above_1_share = 0.289
fillCellCount = 485
finalNonFillerCells = 254
seqCellArea_um2 = 0
areaGrowthSynthToFinish_pct = 33.3
design.seq.count = 0

[die]
die_x_um = 74.4
initCoreUtil = 0.322
io_pins = 32
core-area_um2 = 4880
die_area_um2 = 5530
rows = 25
die_h_um = 74.4

[worst_hold_path]
hold_class = "in2out"
hold_end = "o_p[0]"
whs_path_depth = 3
hp-start = "i_q[0]"

[power]
total_power_mw = 0.346
p_leak_nw = 0.931
irDropWorstVdd_uv = 128
power_density_nw_per_um2 = 165

[placement]
gp_congestion = 0.785
place.port_buffers = 32
dp_hpwl_mm = 2.33
place_inst = 253

[cts]
postCtsHoldBufs = 0
-- cell type report --
cell class / instances / area (µm²) / share of cell area
inverters: 22 / 82.6 / 0.0394
multi-input cells: 120 / 1530 / 0.729
well taps: 67 / 83.8 / 0.0400
repair buffers: 45 / 402 / 0.192
-- worst max path at each step --
| stage | start | end | cells after the start |
|---|---|---|---|
| CTS | i_q[1] | o_p[14] | 21 |
| global route | i_q[1] | o_p[14] | 21 |
| finish | i_q[1] | o_p[14] | 21 |
-- worst min-delay path: stages --
cell and delay (ns):
buf_6 0.11, and2_1 0.13, clkdlybuf4s50_1 0.40
-- kinds of logic (layout without fill, tap and decap cells) --
family / Yosys count / after routing / share of synthesized area
fa+ha+maj: 56 / 56 / 0.675
buf+inv: 30 / 67 / 0.0908
simple gates: 64 / 64 / 0.234
-- cells in the final DEF (no fill, tap or decap), types with 2 or more instances in the layout --
cell / Yosys / routed
and2_1: 51 / 48
and2_4: 0 / 3
buf_2: 0 / 6
buf_4: 8 / 11
buf_6: 0 / 5
clkdlybuf4s50_1: 0 / 20
dlygate4sd2_1: 0 / 2
fa_1: 48 / 27
fa_2: 0 / 21
ha_1: 8 / 5
ha_4: 0 / 3
inv_1: 22 / 18
inv_2: 0 / 4
nand2_1: 13 / 13
-- through the flow --
step	hold WS, ns	setup WS, ns	setup TNS (ns)	instance area (µm²)	util
floorplan	3.70	-0.315	-0.515	1630	-
finish	4.15	-0.552	-1.13	2090	0.429
detailed placement	4.64	-1.50	-5.45	2070	0.423
CTS	4.16	-0.651	-1.42	2070	0.424
global placement	4.63	-1.49	-5.41	2070	0.423
global route	4.19	-0.705	-1.58	2090	0.429
-- per-layer routing --
| layer | vias up | share of wire |
|---|---|---|
| met5 | - | 0 |
| met4 | 0 | 0 |
| met3 | 0 | 0.035 |
| met2 | 22 | 0.49 |
| met1 | 554 | 0.47 |
| li1 | 505 | - |
-- repair_timing --
| item | 4_1_cts | 5_1_grt |
|---|---|---|
| pin swaps | 22 | 4 |
| gates resized | 53 | 8 |
| cloned | 0 | 0 |
| setup buffers | 0 | 1 |
| setup endpoints to repair | 6 | 4 |
-- where the power goes --
group	internal, mW	switching, mW	total (mW)	leakage (nW)
logic	0.217	0.129	0.346	0.931
registers	0	0	0	0
clock network	0	0	0	0
Power figures rest on the tool's default switching activity, not on a simulated workload.
